<file path="design/flow/config.mk">
export PLATFORM = sky130hd
export DESIGN_NAME = secuenciador
export DESIGN_NICKNAME = secuenciador
export VERILOG_FILES = /design/flow/design.v
export SDC_FILE = /design/flow/constraint.sdc
export NUM_CORES = 4
export LEC_CHECK = 1
export CORE_AREA = 10 10 70 70
export DIE_AREA = 0 0 80 80
</file>
<file path="design/flow/constraint.sdc">
current_design secuenciador

set clk_period 1.6
set clk_io_pct 0.2

create_clock -name clk0 -period $clk_period [get_ports {clock}]

set non_clock_inputs [all_inputs -no_clocks]
set_input_delay [expr $clk_period * $clk_io_pct] -clock clk0 $non_clock_inputs
set_output_delay [expr $clk_period * $clk_io_pct] -clock clk0 [all_outputs]
</file>
<file path="design/flow/design.v">
module secuenciador(
    input clock,
    input reset,
    input cc,
    input[1:0] microinst,
    input[3:0] liga,
    input[3:0] reg_transf,
    input[3:0] reg_int,
    output[3:0] estado_presente);
reg[2:0] temporal, temporal2;
always@(posedge clock) begin
    if (reset)
        temporal = 0;
    else begin
        temporal2 = estado_presente+1;
        case (microinst) 
            2'b00:
                temporal = temporal2;
            2'b01: 
                if(!cc)
                    temporal = liga;
                else
                    temporal = temporal2;
            2'b10: 
                temporal = reg_transf;
            2'b11: 
                if (!cc)
                    temporal = reg_int;
                else
                    temporal = temporal2;
            default:
                temporal = 0;
        endcase
    end
end
assign estado_presente=temporal;
endmodule
</file>
<file path="design/flow/run.sh">
#!/bin/bash
# OpenROAD 26Q1-2900-gdf79404cd8, Yosys 0.63+post, stock flow scripts
make -C /OpenROAD-flow-scripts/flow DESIGN_CONFIG=/design/flow/config.mk WORK_HOME=/design/flow/orfs finish
</file>
==> results.json <==
{
  "fmax_mhz": 700,
  "ys_seq_share": 0.242,
  "p_sw_frac": 0.239,
  "cp_top_family": "buffers and inverters",
  "drc_errors": 0,
  "worstPathBufferInverterCount": 1,
  "grt_pass1_vias": 272,
  "antenna_found_initial": 0,
  "cts_resized": 0,
  "diodes": 0,
  "yosys-top-cells-area": "dfxtp_1 24%, a211oi_1 9.1%, mux2i_1 8.1%",
  "ys_cells": 28,
  "setup_tns_ps": 0,
  "die_width_um": 80,
  "syn_avg_cell_area_um2": 8.85,
  "combinationalPowerShare": 0.303,
  "cts_tree": "built",
  "rrSetupSlack_ps": 320,
  "layout.area.comb_um2": 161,
  "min_from": "temporal[0]",
  "finalCritPeriodShare": 0.893,
  "rows": 21,
  "dp_hpwl_um": 791,
  "power_uw": 317,
  "vdd_drop_max_mv": 0.149,
  "cts_root_buffer": "clkbuf_4",
  "seqCellArea_um2": 60.1,
  "synthArstFlopShare": 0,
  "cts_max_level": 1,
  "vias_per_cell": 2.97,
  "drt_pass1_iterations": 4,
  "yosysUniqueCellTypes": 21,
  "drt_iter0_drc": 16,
  "p_seq_frac": 0.278,
  "ys.flops": 3,
  "grt_max_degree": 7,
  "routedWlPerCell_um": 9.74,
  "drive_gt1_frac": 0.125,
  "cts_setup_buffers": 0,
  "drv_cap": 0,
  "ctsLongestPathBuffers": 2,
  "io_buffers": 16,
  "grt_util_all_layers": 0.0275,
  "worstSetupPathType": "register to primary output",
  "status": "completed",
  "synth_area_um2": 248,
  "clock-sinks": 3,
  "switchingPower_uw": 75.8,
  "gp_congestion": 0.732,
  "cp_cell_sequence": "clkdlybuf4s50_1",
  "worstPathArrival_ps": 1110,
  "chipArea_mm2": 0.00640,
  "dp_slack_ps": 5.91,
  "required_ps": 1280,
  "pin_count": 21,
  "crit_path_start_kind": "register",
  "worst_setup_path_end_kind": "primary output",
  "power_density_mw_per_mm2": 650,
  "rsz0062_at_grt": "false",
  "syn_inst": 28,
  "worst_hold_slack_ps": 614,
  "setup_slack_ps": 172,
  "min_to": "temporal[0]",
  "leakagePower_uw": 0.000188,
  "yosysChipArea_um2": 248,
  "yosysTopAreaCell": "dfxtp_1",
  "numCtsBuffers": 3,
  "cp_max_fo": 4,
  "pwr-share-clk": 0.419,
  "clock_latency_ps": 230,
  "routed_wl_um": 916,
  "timing.rr.end": "temporal[1]",
  "rr_worst_depth": 4,
  "top_area_frac": 0.242,
  "min_path_cells": 3,
  "hold_buffers": 0,
  "warning_count": 28,
  "clk_pin_slew_ps": 30,
  "setup_violations": 0,
  "antenna_left": 0,
  "internal_power_uw": 241,
  "critical-path-slowest-cell": "clkdlybuf4s50_1",
  "design.core.area_mm2": 0.00342,
  "clock_skew_ps": 1.94,
  "yosysWarnings": 1,
  "netlist_top_cells_count": "3 x a211oi_1, 3 x dfxtp_1, 2 x inv_1, 2 x mux2i_1, 2 x nand2_1",
  "flop_cell": "dfxtp_1",
  "overflow": 0,
  "area_delta_synth_final_pct": 97.0,
  "edf_count": 0,
  "num_vias": 279,
  "grt_pass1_wl_um": 1350,
  "critPathMaxStageDelay_ps": 510,
  "drv_slew": 0,
  "fillerInstances": 398,
  "hold_path.class": "register to register",
  "reg2reg_from": "temporal[0]",
  "core_util_floorplan": 0.0725,
  "largest_reg_flops": 3,
  "finalCriticalPeriod_ps": 1430,
  "die_h_um": 80,
  "hold_viol": 0
}
[cell type report]
cell class / instances / area share
Timing Repair Buffer: 18 / 0.359
Multi-Input combinational cell: 21 / 0.331
Sequential cell: 3 / 0.123
Tap cell: 46 / 0.118
Clock buffer: 4 / 0.0538
Inverter: 2 / 0.0154
[metal layers]
metal | routed length [um] | track usage | part of all wire
met1 | 446 | 0.0372 | 0.49
met2 | 319 | 0.0329 | 0.35
met3 | 129 | 0.0205 | 0.14
met4 | 21 | 0.00704 | 0.023
met5 | 0 | 0 | 0
[power groups by stage]
stage	registers (uW)	logic (uW)	clock network (uW)
CTS	88.3	97.1	140
global route	89.2	106	152
finish	88.2	96.1	133
[how the worst max path moves through the flow]
| stage | slack [ps] | endpoint | startpoint | cells past startpoint |
|---|---|---|---|---|
| 4_1_cts | 150 | estado_presente[0] | temporal[0] | 1 |
| 5_1_grt | 130 | estado_presente[0] | temporal[0] | 1 |
| 6_report | 170 | estado_presente[0] | temporal[0] | 1 |
[cell families after synthesis]
family / after synthesis / share of synthesized area
other cells: 1 / 0.0151
xor+xnor: 1 / 0.0354
fa+ha+maj: 1 / 0.0505
flops: 3 / 0.242
buf+inv: 4 / 0.106
compound gates: 8 / 0.232
mux: 4 / 0.187
simple gates: 6 / 0.131
[through the flow]
stage,instances,utilization,cell area (um^2)
after floorplan,28,-,248
after global placement,90,0.135,462
after detailed placement,90,0.135,462
after CTS,94,0.143,488
after global routing,94,0.143,488
final,94,0.143,488
[cell usage in the layout (no fill, tap or decap), types with 2 or more instances in the layout]
| master | count |
|---|---|
| clkdlybuf4s50_1 | 16 |
| a211oi_1 | 3 |
| clkbuf_4 | 3 |
| dfxtp_1 | 3 |
| nand2_1 | 2 |
| inv_1 | 2 |
| mux2i_1 | 2 |
| buf_4 | 2 |
Power figures rest on the tool's default switching activity, not on a simulated workload.
